File: flow/config.mk
export PLATFORM = sky130hd
export DESIGN_NAME = top
export DESIGN_NICKNAME = top
export VERILOG_FILES = /design/flow/design.v
export SDC_FILE = /design/flow/constraint.sdc
export NUM_CORES = 4
export LEC_CHECK = 1
export CORE_UTILIZATION = 30
File: flow/constraint.sdc
current_design top

set clk_period 6.5
set clk_io_pct 0.2

create_clock -name clk0 -period $clk_period [get_ports {clk}]

set non_clock_inputs [all_inputs -no_clocks]
set_input_delay [expr $clk_period * $clk_io_pct] -clock clk0 $non_clock_inputs
set_output_delay [expr $clk_period * $clk_io_pct] -clock clk0 [all_outputs]
File: flow/design.v
module FSM (
    input clk,                
    input rst,                
    input Data_valid,         
    input ser_done,           
    input Par_en,             
    output reg [1:0] mux_sel,  
    output reg ser_en,        
    output reg Busy,
    output reg idle_data
);
    localparam IDLE = 3'b000,
                STR = 3'b001,
                DATA = 3'b010,
                PAR = 3'b011,
                STP = 3'b100;
    reg [3:0] current_state, next_state;
    always @(posedge clk or negedge rst) begin
        if (~rst) begin
            current_state <= IDLE;  
        end
        else begin
            current_state <= next_state;   
        end
    end
    always @(*) begin
        case (current_state)
            IDLE: begin
                if (Data_valid) begin
                    next_state = STR;   
                end
                else begin
                    next_state = IDLE;   
                end
            end
            STR: begin
                next_state = DATA;   
            end
            DATA: begin
                if (!ser_done) begin
                    next_state = DATA;   
                end
                else begin
                    if (Par_en) begin
                        next_state = PAR;   
                    end
                    else begin
                        next_state = STP;   
                    end
                end
            end
            PAR: begin
                next_state = STP;   
            end
            STP: begin
                next_state = IDLE;  
                        end      
            default: begin
                next_state = IDLE;   
            end
        endcase
    end
    always @(*) begin
        case (current_state)
            IDLE: begin
              idle_data=0;  
                Busy = 0;        
                ser_en = 0;      
                mux_sel = 2;     
            end
            STR: begin
                idle_data=0;
                Busy = 1;        
                ser_en = 1;      
                mux_sel = 0;     
            end
            DATA: begin
                idle_data=0;
                Busy = 1;        
                ser_en = 1;      
                mux_sel = 2;     
            end
            PAR: begin
                idle_data=0;  
                Busy = 1;        
                ser_en = 0;      
                mux_sel = 3;     
            end
            STP: begin
                idle_data=1;     
                Busy = 1;        
                ser_en = 0;      
                mux_sel = 1;     
            end
            default: begin
                idle_data=0;
                Busy = 0;        
                ser_en = 0;      
                mux_sel = 2;     
            end
        endcase
    end
endmodule
module Parity  #(parameter width = 8) (
    input clk,            
    input rst,            
    input Data_valid,     
    input [width-1:0] P_data,   
    input Par_type,       
    output wire Par_bit     
);
reg par;
    always @(posedge clk or negedge rst) begin
        if (rst == 0) begin
            par <= 0;
        end
        else begin
            if (Data_valid) begin
                if (Par_type) begin
                    par <= (^P_data) ? 0 : 1;
                end
                else begin
                    par <= (^P_data) ? 1 : 0;
                end
            end
        end
    end
assign Par_bit=par;
endmodule
module mux (
  input start_bit, stop_bit,
  input [1:0] mux_sel,
  input Par_bit, ser_data,
  output reg TX_out
);
  always @(*) begin
    case (mux_sel)
      2'b00: TX_out = start_bit;   
      2'b01: TX_out = stop_bit;    
      2'b10: TX_out = ser_data;    
      2'b11: TX_out = Par_bit;     
    endcase
  end
endmodule
module serializer #(parameter width = 8)  (
    input clk,                
    input rst,                
    input Data_valid,         
    input [width-1:0] P_data,       
    input ser_en, idle_data,           
    output ser_done,          
    output reg ser_data       
);
    integer counter;             
    reg [7:0] parrllel_data;     
    reg valid_reg;               
    always @(posedge clk or negedge rst) begin
        if (!rst) begin
            ser_data <= 1;       
            counter <= 0;        
            valid_reg <= 0;      
            parrllel_data<=0;
        end
        else begin
            if (Data_valid) begin
                valid_reg <= 1;
                parrllel_data <= P_data;
            end
            else if (valid_reg && ser_en) begin
                ser_data <= parrllel_data[counter];
                counter <= counter + 1;
            end
            else if (idle_data) begin
                            ser_data <= 1;    
            end
            if (counter == 8) begin
                counter <= 0;
            end
        end
    end
    assign ser_done = (counter == 8) ? 1 : 0;
endmodule
module top #(parameter width = 8) (
  input clk,                
  input rst,                
  input Data_valid,         
  input wire[width-1:0] P_data,   
  input Par_type,            
  input Par_en,              
  output wire Busy,          
  output wire TX_out         
);
  wire ser_en;               
  wire ser_done;             
  wire ser_data;             
  wire Par_bit;              
  wire [1:0] mux_sel;        
  wire start_bit;            
  wire stop_bit;     
  wire idle_data;         
  assign start_bit = 0;      
  assign stop_bit = 1;       
  Parity #(.width(width)) DUT_2 (
    .clk(clk),
    .rst(rst),
    .Data_valid(Data_valid),
    .P_data(P_data),
    .Par_type(Par_type),
    .Par_bit(Par_bit)
  );
  FSM  DUT_3 (
    .clk(clk),
    .rst(rst),
    .Data_valid(Data_valid),
    .ser_done(ser_done),
    .Par_en(Par_en),
    .mux_sel(mux_sel),
    .ser_en(ser_en),
    .Busy(Busy),
    .idle_data(idle_data)
  );
  mux DUT_4(
    .start_bit(start_bit),
    .stop_bit(stop_bit),
    .mux_sel(mux_sel),
    .Par_bit(Par_bit),
    .ser_data(ser_data),
    .TX_out(TX_out)
  );
  serializer  #(.width(width)) DUT_1 (
    .clk(clk),
    .rst(rst),
    .Data_valid(Data_valid),
    .P_data(P_data),
    .ser_en(ser_en),
    .ser_done(ser_done),
    .ser_data(ser_data),
    .idle_data(idle_data)
  );
endmodule
File: flow/run.sh
#!/bin/bash
# OpenROAD 26Q1-2900-gdf79404cd8, Yosys 0.63+post, stock flow scripts
make -C /OpenROAD-flow-scripts/flow DESIGN_CONFIG=/design/flow/config.mk WORK_HOME=/design/flow/orfs finish
==> notes.md <==
run metrics: outcome=completed, skew final=8.56 ps, initial antenna violation count=0, DRC=0, # IOs=15, largest net degree at the start of global routing=49, Pwr per Cell Area=242 nW/um2, FMAX=324 MHz, setup TNS=0 ps, fin crit share=47.5%, CTS Buffer Depth=2, Max Slew Vio Count=0, estimated wirelength of the detail-placed design=3050 um, vias per inst=4.72, Tot Pwr=0.638 mW, Hold Crit Class=flop to flop, final wirelength=4290 um, Slew HR=59.9%, mapped cell area=2310 um2, VDD IR-drop max=0.0000968 V, layout cells sized above 1=13.0%, GRT overflow=0, Max-cap violations=0, Seq cells post-synth=48, top cells by area=dfrtp_1 50%, xnor2_1 13%, mux2_2 4.4%, nand4_1 2.7%, nand2_1 2.6%, row count=31, RSZ-0062 raised after global routing=no, DIE WIDTH=89.7 um, synthesis-to-layout area growth=14.5%, Leak=1.10 nW, Largest regs=DUT_1.counter x32, DUT_1.parrllel_data x8, DUT_3.current_state x5, # fillers=696, Netlist cell types=41, CTS Hold Bufs=0, gpl congestion=0.843, critical path capture point type=flop, CTS buffer count=5, cell type with the largest total area=dfrtp_1, Largest Register=DUT_1.counter, core area=7330 um2, DRT antenna net count=0, fp util=31.5%, clock root cell=clkbuf_8, final hold vios=0, first-pass GRT wire length=7520 um, reg2reg setup slack=4360 ps, drt pass-1 iters=4, port bufs=14, critical path startpoint category=input pin, Starting DRT DRC Count=70, chip height=89.7 um, ys cells=203, WL/cell=13.3 um, Crit path required time=6680 ps, register share after synthesis=52.2%, Worst-path clk slew=80 ps, Post-CTS Setup Repair Bufs=0, WP buf/inv=1, Worst Tran Pin Value=602 ps, Post-Synthesis Cells=203, arrival time of the worst setup path=3270 ps, GRT Resource Usage Total=12.3%, CP peak stage delay=670 ps, number of enable flip-flop cells=0, Num Clock Sinks=48, yosys synthesis chip area=2310 um2, # H-tree levels=2, kind of critical path=input pin to flop, vias after detailed routing=1521, ys flop type=dfrtp_1, number of flip-flops in the largest register=32, Slowest cell on crit path=clkdlybuf4s50_1, delay-heaviest family, CP=simple AND/OR/NAND/NOR gates, critical-path maximum fanout=13, Latency at later pin=290 ps, vias in the first global route=1522, Min Hold Slack=457 ps, share of the synthesized area in the top cell type=49.9%, Final Critical Period=3090 ps, CTS tree=built, crit-path cells=clkdlybuf4s50_1 -> nor2b_1 -> and3_1 -> nor3b_1 -> nand3_1 -> xnor2_1, Yosys warning count=4, Resized Gates After CTS=0, Setup-failing EPs final=0, antenna diode count=0, tool warnings=26, Post-Syn Area per Cell=11.4 um2, chip area=8050 um2, fraction of registers with async set/reset=100%
-- cell families (layout without fill, tap and decap cells) --
| logic type | after synthesis | in the layout | synth area share, % |
|---|---|---|---|
| simple gates | 81 | 81 | 20.0 |
| flops | 48 | 48 | 52.2 |
| xor+xnor | 39 | 39 | 14.8 |
| mux | 12 | 12 | 6.94 |
| compound gates | 11 | 11 | 3.36 |
| buf+inv | 10 | 30 | 1.68 |
| fa+ha+maj | 2 | 2 | 1.08 |
-- cell usage in the layout (no fill, tap or decap), types with 2 or more instances in the layout --
cell and n:
dfstp_2 2, a21oi_1 3, nor3_1 4, or2_2 2
nand2_1 16, and2_1 3, xnor2_1 34, o21ai_0 2
nor4_1 6, nand3_1 11, inv_1 7, clkbuf_8 5
nor2_1 9, clkdlybuf4s50_1 13, and3_1 8, mux2_2 9
xor2_1 5, ha_1 2, nand4_1 10, dfrtp_1 46
nor4b_1 2, clkbuf_1 2
-- cells in the mapped netlist (all sizes together), types with 2 or more instances --
master and n:
nor2 10, inv 7, xor2 5, o21ai 2, mux4 2, nor4b 2
nor3 6, dfstp 2, a21oi 3, clkbuf 2, xnor2 34, and3 8
nand3 12, and2 3, ha 2, dfrtp 46, nand4 10, or2 2
and4 3, o2111ai 2, nand2 16, nor4 6, mux2 9
-- worst reg2reg max path, stage by stage (launching register included) --
cell and delay, ps:
dfrtp_1 470, inv_1 90, ha_1 160, nor4b_1 280, nand4_1 230, nor2_2 420, o2111ai_1 240, xnor2_1 160
-- path summary, 6_finish.rpt --
check / end / cells after the start / start
max in group asynchronous: DUT_1.counter[2] / 2 / rst
worst min-delay path: DUT_1.valid_reg / 1 / DUT_1.valid_reg
worst max register to register: DUT_1.counter[8] / 7 / DUT_1.counter[0]
min in group asynchronous: DUT_1.counter[18] / 2 / rst
worst min register to register: DUT_1.valid_reg / 1 / DUT_1.valid_reg
worst max-delay path: DUT_1.counter[17] / 6 / Data_valid
-- per-layer routing --
layer	track usage (%)	vias to the layer above	wire length, um
met5	0	-	0
met3	2.22	5	133
met1	19.3	741	2190
li1	-	753	-
met4	1.44	0	68
met2	18.9	22	1900
-- power by group --
part / switching, mW / internal [mW]
sequential: 0.0318 / 0.327
clock: 0.0926 / 0.0756
combinational: 0.0455 / 0.0660
total: 0.170 / 0.468
-- cell type report --
| type | instances | area [um2] | share of cell area (%) |
|---|---|---|---|
| Sequential cell | 48 | 1200 | 45.5 |
| Multi-Input combinational cell | 145 | 1060 | 40.3 |
| Timing Repair Buffer | 15 | 143 | 5.40 |
| Tap cell | 99 | 124 | 4.69 |
| Clock buffer | 7 | 76.3 | 2.89 |
| Inverter | 7 | 26.3 | 0.994 |
| Clock inverter | 1 | 5.00 | 0.189 |
-- metrics by stage --
stage	util (%)	cells	area, um2	setup slack (ps)
global route	36.0	322	2640	3250
finish	36.0	322	2640	3410
global placement	34.9	314	2560	3170
detailed placement	34.9	314	2560	3090
floorplan	-	203	2310	4140
CTS	36.0	322	2640	3410
Power figures rest on the tool's default switching activity, not on a simulated workload.
